===== flow/config.mk =====
export PLATFORM = sky130hd
export DESIGN_NAME = IMEM
export DESIGN_NICKNAME = IMEM
export VERILOG_FILES = /design/flow/design.v
export SDC_FILE = /design/flow/constraint.sdc
export NUM_CORES = 4
export LEC_CHECK = 1
export CORE_AREA = 10 10 70 70
export DIE_AREA = 0 0 80 80

===== flow/constraint.sdc =====
current_design IMEM

set clk_period 2.0
set clk_io_pct 0.2

create_clock -name clk0 -period $clk_period

set non_clock_inputs [all_inputs -no_clocks]
set_input_delay [expr $clk_period * $clk_io_pct] -clock clk0 $non_clock_inputs
set_output_delay [expr $clk_period * $clk_io_pct] -clock clk0 [all_outputs]

===== flow/design.v =====
module IMEM(Addr,Ins);
input[15:0]Addr;
output[15:0]Ins;
wire[15:0]ROM[29:0];
assign Ins=ROM[Addr];
assign ROM[0]=16'b0001100000001010; 
assign ROM[1]=16'b0000000000000000;
assign ROM[2]=16'b0000000000000000;
assign ROM[3]=16'b0001100100001110; 
assign ROM[4]=16'b0000100000100000; 
assign ROM[5]=16'b0000000000000000;
assign ROM[6]=16'b0000000000000000;
assign ROM[7]=16'b0001101000000100; 
assign ROM[8]=16'b0001000001000000; 
assign ROM[9]=16'b0000000000000000; 
assign ROM[10]=16'b0000000000000000; 
assign ROM[11]=16'b0001101100000000; 
assign ROM[12]=16'b0000000000000000; 
assign ROM[13]=16'b0000000000000000; 
assign ROM[14]=16'b0000000000000000; 
assign ROM[15]=16'b0010100001100000; 
assign ROM[16]=16'b0000101101000000; 
assign ROM[17]=16'b0001110000010000; 
assign ROM[18]=16'b0000000000000000; 
assign ROM[19]=16'b0000000000000000; 
assign ROM[20]=16'b0000000000000000; 
assign ROM[21]=16'b0011100010001000; 
assign ROM[22]=16'b0000110001000000; 
assign ROM[23]=16'b0001110100000000; 
assign ROM[24]=16'b0000000000000000; 
assign ROM[25]=16'b0000000000000000; 
assign ROM[26]=16'b0000000000000000; 
assign ROM[27]=16'b0010011010100000; 
assign ROM[28]=16'b0011011111111001; 
assign ROM[29]=16'b0000110101000000; 
endmodule

===== flow/run.sh =====
#!/bin/bash
# OpenROAD 26Q1-2900-gdf79404cd8, Yosys 0.63+post, stock flow scripts
make -C /OpenROAD-flow-scripts/flow DESIGN_CONFIG=/design/flow/config.mk WORK_HOME=/design/flow/orfs finish

==> flow report <==
CELLS AND AREA
------------------------------------------------------------------------
Number of clock-tree buffers in the layout ................            0
Flip-flops ................................................            0
Fin cells .................................................          163
Post-route cell area ......................................  968.4 sq um
Flip-flop and latch area ..................................      0 sq um
Synth-to-Final Area Change ................................       110.9%
Final design utilization ..................................       0.2835
Share of post-route cells with drive strength above 1 .....       0.5299

PLACEMENT
------------------------------------------------------------------------
Count of buffers inserted at the top-level ports ..........           19
Area post-placement .......................................  818.3 sq um
DP Wirelength .............................................     1.302 mm
Placed insts ..............................................          150
Worst slack, placed .......................................   -0.6100 ns
Routability congestion estimate ...........................       0.8194

DETAILED ROUTING
------------------------------------------------------------------------
Drt total wl ..............................................     1.996 mm
Starting DRT DRC Count ....................................           21
Routed wire per std cell .................................. 12.25 microns
Via-per-instance ratio ....................................        4.258
Number of vias after detailed routing .....................          694
Routed Antenna Nets .......................................            0
Post-route DRC violation count ............................            0
Iteration tally of the first detailed-router pass .........            4
Antenna diodes ............................................            0

JOB
------------------------------------------------------------------------
OpenROAD warning count ....................................           44
Number of max-cap violations ..............................            0

POWER
------------------------------------------------------------------------
Switching Power ...........................................   0.08050 mW
Proportion of total power due to net switching ............       0.4291
Pwr per Cell Area ......................................... 193.7 nW/um^2
Clock group share of total power ..........................            0
Max rail drop VDD ......................................... 0.00008961 V
Leakage power of the design ...............................    0.4718 nW
Internal power contribution ...............................    0.1071 mW
Flop pwr share ............................................            0
Fraction of power consumed by combinational cells .........        1.000

SYNTHESIS
------------------------------------------------------------------------
Average cell area after synthesis .........................  6.560 sq um
Post-synthesis cell count .................................           70
Warnings, synthesis .......................................            1
Synthesis area per yosys ..................................  459.2 sq um
Cell count in the Yosys report ............................           70
Synth Cell Area ...........................................  459.2 sq um
Number of distinct library cells after synthesis ..........           33
Part of the Yosys area used for sequential elements .......            0

CRITICAL PATH
------------------------------------------------------------------------
Crit path DAT .............................................      1.56 ns
Startpoint-to-endpoint class of the critical path ......... input pin to primary output
Endpoint kind of the worst setup timing path .............. primary output
Type of origin of the critical path .......................    input pin
Worst-path fanout max .....................................            5
Required time of the worst setup path .....................      1.60 ns

TIMING
------------------------------------------------------------------------
Final Max-Slew Violation Tally ............................            0
Post-layout period usage of the worst path ................       0.9802
Maximum clock frequency ...................................   0.5101 GHz
Time the final worst path needs with I/O delays and setup .     1.960 ns
Post-layout worst setup margin ............................   0.03964 ns
Final-report setup violation count ........................            0
Endpoints failing hold ....................................            0
Worst Hold Margin .........................................     1.255 ns

OUTCOME
------------------------------------------------------------------------
Run status ................................................    completed

GRT
------------------------------------------------------------------------
Remaining Overflow, GRT ...................................            0
Global-route wire length before repair ....................     3.084 mm
Pin count of the biggest net entering global routing ......           10
Tot GR Track Use ..........................................      0.05658
Antenna violations before repair ..........................            0
Via count of the first global-routing pass ................          654

MIN PATH
------------------------------------------------------------------------
Min-Delay Path Class ...................................... input pin to primary output

DIE
------------------------------------------------------------------------
Count of pins on the block boundary .......................           32
Die Wd ....................................................   80 microns
Vertical die dimension ....................................   80 microns
Area of the core ..........................................   3416 sq um
Area of the die ...........................................   6400 sq um
Initial standard-cell utilization of the core .............       0.1344
Standard-cell rows ........................................           21

[placed cells by master, fill, tap and decap left out, types with 2 or more instances in the layout]
cell                              netlist  layout
sky130_fd_sc_hd__a211o_1                2       2
sky130_fd_sc_hd__and2_1                 2       2
sky130_fd_sc_hd__buf_2                  4       6
sky130_fd_sc_hd__buf_4                  3      32
sky130_fd_sc_hd__buf_6                  2       5
sky130_fd_sc_hd__clkdlybuf4s15_1        0       2
sky130_fd_sc_hd__conb_1                 1       2
sky130_fd_sc_hd__dlygate4sd2_1          0       9
sky130_fd_sc_hd__inv_1                  2       2
sky130_fd_sc_hd__mux2i_1                6       5
sky130_fd_sc_hd__nand2_1                5       4
sky130_fd_sc_hd__nand2b_1               2       2
sky130_fd_sc_hd__nand3_1                3       3
sky130_fd_sc_hd__nor2_1                 7       3
sky130_fd_sc_hd__nor2_2                 0       4
sky130_fd_sc_hd__nor2b_1                2       2
sky130_fd_sc_hd__nor3_2                 0       3
sky130_fd_sc_hd__o21ai_0                4       3
sky130_fd_sc_hd__o22a_1                 2       2
sky130_fd_sc_hd__or2_4                  0       2
[cell usage after synthesis]
cell type | count | share of area
sky130_fd_sc_hd__nor2b_1 | 2 | 0.027
sky130_fd_sc_hd__nand2_1 | 5 | 0.041
sky130_fd_sc_hd__or2_2 | 1 | 0.014
sky130_fd_sc_hd__buf_2 | 4 | 0.044
sky130_fd_sc_hd__or3b_1 | 1 | 0.019
sky130_fd_sc_hd__a21oi_2 | 1 | 0.019
sky130_fd_sc_hd__a22o_1 | 1 | 0.019
sky130_fd_sc_hd__nor2b_4 | 1 | 0.030
sky130_fd_sc_hd__and2_1 | 2 | 0.027
sky130_fd_sc_hd__mux2i_1 | 6 | 0.13
sky130_fd_sc_hd__nand3b_1 | 1 | 0.016
sky130_fd_sc_hd__nor3_1 | 4 | 0.044
sky130_fd_sc_hd__a211oi_1 | 1 | 0.016
sky130_fd_sc_hd__nor2_1 | 7 | 0.057
sky130_fd_sc_hd__o21a_1 | 1 | 0.016
sky130_fd_sc_hd__buf_4 | 3 | 0.049
sky130_fd_sc_hd__nand3_1 | 3 | 0.033
sky130_fd_sc_hd__o211ai_1 | 1 | 0.016
sky130_fd_sc_hd__conb_1 | 1 | 0.0082
sky130_fd_sc_hd__o21ai_0 | 4 | 0.044
sky130_fd_sc_hd__o32ai_1 | 1 | 0.019
sky130_fd_sc_hd__or2_1 | 1 | 0.014
sky130_fd_sc_hd__a211o_1 | 2 | 0.038
sky130_fd_sc_hd__and3_1 | 1 | 0.014
sky130_fd_sc_hd__inv_1 | 2 | 0.016
sky130_fd_sc_hd__and2_4 | 1 | 0.019
sky130_fd_sc_hd__o22a_1 | 2 | 0.038
sky130_fd_sc_hd__o311ai_1 | 2 | 0.038
sky130_fd_sc_hd__a21oi_1 | 2 | 0.022
sky130_fd_sc_hd__xnor2_1 | 1 | 0.019
sky130_fd_sc_hd__or4_1 | 1 | 0.016
sky130_fd_sc_hd__buf_6 | 2 | 0.049
sky130_fd_sc_hd__nand2b_1 | 2 | 0.027
[final cells by class]
class,count,area [sq um]
Fill cell,367,2447
Inverter,2,7.507
Multi-Input combinational cell,60,467.9
Tap cell,46,57.56
Timing Repair Buffer,55,435.4
[kinds of logic (layout without fill, tap and decap cells)]
family,count (synthesis),after routing,synth area share
other,1,2,0.008167
buffers and inverters,11,57,0.1580
multiplexers,6,6,0.1308
XOR/XNOR,1,1,0.01908
AND/OR/NAND/NOR,33,33,0.3979
AND-OR/OR-AND,18,18,0.2862
[path summary, 6_finish.rpt]
| check | slack, ns | to | start | cells past startpoint |
|---|---|---|---|---|
| worst max-delay path | 0.04 | Ins[11] | Addr[1] | 6 |
| worst min-delay path | 1.26 | Ins[6] | Addr[3] | 4 |
[what timing repair did]
action | in CTS | in global routing
setup endpoints to repair | 14 | 5
pin swaps | 10 | 5
gates resized | 54 | 11
cloned | 1 | 0
setup buffers | 10 | 3
hold buffers | 0 | 0
[critical path: stages]
cell                            delay (ns)
sky130_fd_sc_hd__buf_2                0.12
sky130_fd_sc_hd__buf_6                0.13
sky130_fd_sc_hd__or2_4                0.27
sky130_fd_sc_hd__a211o_1              0.30
sky130_fd_sc_hd__o21a_1               0.10
sky130_fd_sc_hd__dlygate4sd2_1        0.24
[metrics by stage]
stage | setup TNS (ns) | power, mW
2_1_floorplan | 0 | 0.07369
3_3_place_gp | -7.161 | 0.1567
3_5_place_dp | -7.211 | 0.1566
4_1_cts | -0.0006071 | 0.1739
5_1_grt | -0.003922 | 0.2046
6_report | 0 | 0.1876
[layer usage]
layer | share of wire | vias up | GRT usage
met5 | 0 | - | 0
met4 | 0 | 0 | 0
met3 | 0.078 | 0 | 0.01364
met2 | 0.42 | 26 | 0.08587
met1 | 0.50 | 327 | 0.08311
li1 | - | 341 | -
[power groups by stage]
stage | Clock (mW) | Sequential (mW) | Combinational, mW
6_report | 0 | 0 | 0.188
5_1_grt | 0 | 0 | 0.205
4_1_cts | 0 | 0 | 0.174
No activity file was given, so power comes from the tool's default toggle rates.
