==> design/flow/run.sh <==
#!/bin/bash
# OpenROAD 26Q1-2900-gdf79404cd8, Yosys 0.63+post, stock flow scripts
make -C /OpenROAD-flow-scripts/flow DESIGN_CONFIG=/design/flow/config.mk WORK_HOME=/design/flow/orfs finish
==> design/flow/config.mk <==
export PLATFORM = sky130hd
export DESIGN_NAME = RG
export DESIGN_NICKNAME = RG
export VERILOG_FILES = /design/flow/design.v
export SDC_FILE = /design/flow/constraint.sdc
export NUM_CORES = 4
export LEC_CHECK = 1
export CORE_UTILIZATION = 50
==> design/flow/constraint.sdc <==
current_design RG

set clk_period 2.6
set clk_io_pct 0.2

create_clock -name clk0 -period $clk_period [get_ports {Clk}]

set non_clock_inputs [all_inputs -no_clocks]
set_input_delay [expr $clk_period * $clk_io_pct] -clock clk0 $non_clock_inputs
set_output_delay [expr $clk_period * $clk_io_pct] -clock clk0 [all_outputs]
==> design/flow/design.v <==
module RG(Clk, R1, R2, R3, D1, D2, D3, RegWrite);
input [2:0] R1,R2,R3;
input [15:0]D3;
input Clk;
input RegWrite;
output [15:0]D1,D2;
reg[15:0]RAM[7:0];
assign D1=RAM[R1];
assign D2=RAM[R2];
always@(posedge Clk)
if(RegWrite==1)RAM[R3]=D3;
initial
begin
RAM[0]=0;
RAM[1]=1;
RAM[2]=2;
RAM[3]=3;
RAM[4]=4;
RAM[5]=5;
RAM[6]=6;
RAM[7]=7;
end
endmodule
==> deck_impl_summary.md <==
Key Metrics from the Run

Drt
  – First-iteration detailed-routing DRC count: between 100 and 150
  – Number of remaining DRC errors: 0
  – ANT cells: 0
  – Routed vias/inst: about 6.2
  – Post-route ant nets: 0
  – WL/cell: around 26 µm
  – Total number of vias: slightly above 3000
  – WL final: 12.7 mm
  – Pre-antenna DRT Iters: 15

Job
  – Maximum capacitance violations: 0
  – Number of OpenROAD warnings: 27

Placed design
  – Dpl hpwl: between 6 and 7 mm
  – Port-buffer cells: approximately 58
  – Cells after DPL: around 460
  – Gpl congestion: ~0.75

Run status
  – Outcome: complete, no violations

Timing
  – Final Setup Violations: 0
  – Max frequency: just under 400 MHz
  – Worst-Margin Slew: 333 ps
  – RSZ-0062 raised after global routing: yes
  – Slew Viols, Final: 0
  – Final hold viol count: 0
  – Hold_ws: between 800 and 900 ps
  – Crit path time final: ~2600 ps
  – Max_slew headroom: between 70% and 80%
  – Crit share post-route: around 100%

CTS
  – Setup bufs post-CTS: 0
  – Root buf cell: clkbuf_16
  – Longest Clk Path Bufs: 2
  – Hold-fix buffers, CTS: 0
  – TritonCTS clock tree: yes
  – Clock sink total: 128
  – CTS clock-pin slew for the worst setup and hold paths: around 50 ps
  – TritonCTS Buffers: 17
  – H-tree levels: 4

Floorplan
  – Total die size: 12500 µm²
  – Starting density of the core: between 50 and 60%
  – Num ports: a little under 60
  – Rows: 39
  – Die width: ~110 µm
  – Die height: approximately 110 µm
  – Placeable Area: ~12000 µm²

Synth
  – Ys cells: around 260
  – Flip-flops with a built-in enable: 128
  – Yosys Chip Area: between 6000 and 7000 µm²
  – Ys async rst share: 0%
  – Ys flops: 128
  – Yosys top cell by area: edfxtp_1
  – Register area share after synthesis: 63.6%
  – Yosys cell types: 12
  – Yosys top cell by instances: edfxtp_1
  – Synth Warn #: 1
  – Max-area cell share: between 60 and 70%
  – Avg Inst Size Synth: approximately 24 µm²
  – Syn Inst Count: 255
  – Ys flop type: edfxtp_1
  – Most common library cells after synthesis: edfxtp_1, mux4_1, mux2_2
  – Post-Syn Area: between 6000 and 7000 µm²
  – Synth top area cells: edfxtp_1, mux4_1, mux2_2, mux4_2, buf_6

Global routing
  – Largest net degree at the start of global routing: 17
  – Number of global-route vias before repair: roughly 3300
  – First-pass GRT wire length: ~19 mm
  – Initial antenna violation count: 0
  – Grt ovf: 0
  – Total GRT Usage: about a quarter

Pwr
  – Pwr dens: about 670 nW/µm²
  – Leak: about 2.7 nW
  – VDD IR max: about 0.48 mV

Setup path
  – Kind of critical path: in2out
  – Critical path cell sequence: buf_12 > buf_12 > mux4_1 > mux2_2 > clkdlybuf4s50_1
  – Crit path top cell by count: buf_12
  – CP bufs+invs: 3
  – Delay of the slowest critical-path stage: around 570 ps
  – Worst setup EP type: output port
  – Worst Setup Start Kind: input pin
  – Crit path DRT: roughly 2100 ps
  – Critical path arrival: between 2000 and 2500 ps
  – Crit-path max FO: 6
  – Critical path's slowest cell: mux4_1
  – Crit path max-delay family: multiplexers

Final layout
  – Layout area overhead: 27.8%
  – Filler cells: between 700 and 800
  – Final Core Density: around two thirds
  – Share of cells above drive strength 1: between 30 and 40%
  – Largest register FFs: ~130
  – Post-route insts no fill: approximately 500

Hold path
  – Origin of the worst min-delay path: D3[0]
  – Hold path cells: 1
  – Worst Hold Class: in2reg
  – Hold Path End: RAM[4][0]
==> kinds of logic after synthesis <==
| group | count (synthesis) | synth area share, % |
|---|---|---|
| and+or+nand+nor | 13 | 0.973 |
| muxes | 96 | 33.3 |
| DFF | 128 | 63.6 |
| buffers and inverters | 18 | 2.15 |
==> per-layer routing <==
layer | GRT usage [%] | part of all wire, % | wire, µm | vias up
met5 | 0 | 0 | 0 | -
met4 | 1.69 | 0.77 | 98 | 0
met3 | 15.1 | 13 | 1630 | 8
met2 | 36.7 | 50 | 6360 | 196
met1 | 35.0 | 36 | 4610 | 1543
li1 | - | - | - | 1344
==> power breakdown <==
part           internal [mW]  switching (mW)  total [mW]  leakage (nW)
Clock                   1.49           0.794        2.28         0.274
Combinational          0.347           0.190       0.537          1.23
Sequential              2.34          0.0235        2.37          1.16
==> how the worst max path moves through the flow <==
stage	from	endpoint	slack, ps	cells after the start
4_1_cts	R2[0]	D2[3]	10	5
5_1_grt	R2[0]	D2[10]	-0.7	5
6_report	R2[0]	D2[10]	30	5
==> through the flow <==
stage | setup TNS, ps | setup slack, ps | cell area [µm²] | power [mW]
final | 0 | 34.6 | 7730 | 5.19
after global routing | -0.736 | -0.736 | 7730 | 5.36
after CTS | 0 | 12.5 | 7700 | 5.21
after detailed placement | -5960 | -222 | 6900 | 2.89
after global placement | -6370 | -227 | 6900 | 2.88
after floorplan | 0 | 357 | 6040 | 2.64
==> timing repair <==
action | in CTS | in global routing
cloned | 7 | 1
endpoints found under the setup margin | 32 | 17
hold endpoints to repair | 0 | 0
gates resized | 25 | 12
==> final cells by class <==
class	count	area [µm²]	area share, %
Clock inverter	12	144	1.86
Clock buffer	19	433	5.60
Multi-Input combinational cell	109	2050	26.6
Sequential cell	128	3840	49.7
Tap cell	143	179	2.32
Timing Repair Buffer	84	1070	13.9
==> placed cells by master, fill, tap and decap left out <==
master / count
mux2_4: 1
buf_4: 8
bufinv_16: 3
clkinvlp_4: 3
clkbuf_1: 2
clkinv_2: 3
nor3_2: 2
buf_6: 1
clkdlybuf4s15_2: 2
nor2_1: 6
mux4_1: 48
clkbuf_16: 18
mux2_2: 31
buf_16: 7
edfxtp_1: 128
nand2b_1: 3
clkinv_1: 2
buf_12: 11
mux4_2: 16
nand2_1: 2
clkdlybuf4s50_1: 54
clkinv_4: 1
Power is estimated from default activity; no workload was simulated.
