`/design/flow/run.sh`:
```
#!/bin/bash
# OpenROAD 26Q1-2900-gdf79404cd8, Yosys 0.63+post, stock flow scripts
make -C /OpenROAD-flow-scripts/flow DESIGN_CONFIG=/design/flow/config.mk WORK_HOME=/design/flow/orfs finish
```
`/design/flow/config.mk`:
```
export PLATFORM = sky130hd
export DESIGN_NAME = DMEM
export DESIGN_NICKNAME = DMEM
export VERILOG_FILES = /design/flow/design.v
export SDC_FILE = /design/flow/constraint.sdc
export NUM_CORES = 4
export LEC_CHECK = 1
export CORE_UTILIZATION = 30
```
`/design/flow/constraint.sdc`:
```
current_design DMEM

set clk_period 4.3
set clk_io_pct 0.2

create_clock -name clk0 -period $clk_period [get_ports {Clk}]

set non_clock_inputs [all_inputs -no_clocks]
set_input_delay [expr $clk_period * $clk_io_pct] -clock clk0 $non_clock_inputs
set_output_delay [expr $clk_period * $clk_io_pct] -clock clk0 [all_outputs]
```
`/design/flow/design.v`:
```
module DMEM(
input Clk,
input Read,
input Write,
input[15:0]Address,
input[15:0]DataIn,
output reg[15:0]DataOut 
);
reg[15:0] RAM[15:0];
always @(negedge Clk)
if (Read==1&&Write==0) DataOut=RAM[Address];
else if (Read==0&&Write==1) RAM[Address]=DataIn;
else DataOut=16'hzzzz;
endmodule
```
==> flow_summary.rst <==
Implementation results
======================

.. list-table::
   :header-rows: 1

   * - Metric
     - Value
   * - Outcome
     - finished clean
   * - Top fanout value on the critical path
     - 1
   * - Share of final-layout standard cells stronger than drive strength 1
     - 0.258
   * - CP max stage cell
     - sky130_fd_sc_hd__edfxtp_1
   * - Pwr/cell area
     - 492 nW/um2
   * - Routed WL
     - 22,800 um
   * - Number of synthesized register bits
     - 272
   * - Number of antenna violations at the first check in global routing
     - 0
   * - Maximum root-to-sink buffer count
     - 3
   * - Share of the yosys chip area belonging to registers
     - 0.797
   * - Actual slew at the worst max-slew pin
     - 527 ps
   * - Setup repair after global routing missed its margin
     - false
   * - Leak pwr
     - 5.76 nW
   * - Cells traversed along the worst timing path
     - dlygate4sd2_1
   * - Data arrival time of the critical path
     - 3350 ps
   * - Worst stage delay on the critical path
     - 360 ps
   * - Max-slew violation count
     - 0
   * - Total congestion overflow
     - 0
   * - WHS
     - 755 ps
   * - Total count of hold-check failures in the final report
     - 0
   * - Instance count after placement with tap cells included
     - 974
   * - Post-place instance area
     - 12,200 um2
   * - Routability-driven placement congestion ratio
     - 0.790
   * - Via count of the first global-routing pass
     - 6,918
   * - Largest net degree at the start of global routing
     - 20
   * - Skew final
     - 21.3 ps
   * - Worst endpoint required time
     - 3440 ps
   * - Clock buffers created by TritonCTS
     - 29
   * - Cells after Synth
     - 439
   * - Post-Place Worst Slack
     - -631 ps
   * - Post-route worst setup slack
     - 85.1 ps
   * - Clock-pin slew reported for the worst setup and hold paths after clock tree synthesis
     - 30 ps
   * - Via density per instance
     - 4.36
   * - Layout-stage area growth over the synthesis result
     - 39.7%
   * - VDD IR-drop max
     - 0.000252 V
   * - Count of buffering cells on the critical path with inverters included
     - 1
   * - TritonCTS clock tree
     - built
   * - Cell chosen for the clock root
     - sky130_fd_sc_hd__clkbuf_16
   * - Hpwl dp
     - 14,000 um
   * - Top Family by Delay on Critical Path
     - flip-flops
   * - Total cell area reported by yosys after synthesis
     - 10,300 um2
   * - Hold buffers post-CTS
     - 0
   * - Non-filler cells in the finished layout
     - 1,301
   * - Detailed-route DRC error count
     - 0
   * - Post-route ant nets
     - 0
   * - Iter 0 DRT Violations
     - 239
   * - Count of max-cap constraint violations
     - 0
   * - Top Ports
     - 51
   * - Overall routing resource usage
     - 0.144
   * - Mean post-synth cell area
     - 23.4 um2
   * - First-pass GRT wire length
     - 34,900 um
   * - Count of warnings emitted by yosys
     - 2
   * - Type of origin of the critical path
     - flop
   * - Placeable core region
     - 33,600 um2
   * - Cell area after technology mapping
     - 10,300 um2
   * - Kind of end point of the critical path
     - primary output
   * - Cells in synth_stat.txt
     - 439
   * - Num Clock Sinks
     - 272
   * - OpenROAD warning count
     - 310
   * - Setup Crit Path Kind
     - reg2out
   * - Total power after layout
     - 7.05 mW
   * - FP Util
     - 0.305
   * - Detail-routed net length per standard cell
     - 17.5 um
   * - Post-route cell area
     - 14,300 um2
   * - Width of the chip
     - 187 um
   * - Total die size
     - 34,900 um2
   * - Die height
     - 187 um
   * - H-Tree Level Count
     - 1
   * - Antenna diode instance count
     - 0
   * - Number of optimization iterations in the first detailed-route pass
     - 6
   * - Count of endpoints failing setup in the final report
     - 0
   * - Number of buffer cells added on primary ports
     - 38
   * - Number of standard-cell rows in the floorplan
     - 67
   * - Clock latency (worst-skew pair)
     - 610 ps
   * - Via total after detailed routing
     - 5,677
   * - Netlist cell types
     - 19
   * - Worst slew margin relative to its limit
     - 0.648
   * - Class of the worst hold path
     - reg2reg
==> metal layers <==
metal | wire [um] | GRT usage | vias to the layer above
met5 | 56 | 0.0124 | -
met2 | 11100 | 0.209 | 305
met3 | 3390 | 0.127 | 32
met1 | 7890 | 0.146 | 2680
met4 | 302 | 0.0558 | 2
li1 | - | - | 2658
==> sequential cells by signal, indices dropped and copies added, names as in the netlist <==
signal / count
DataOut: 16
RAM: 256
==> placed cells by master, fill, tap and decap left out, types with 2 or more instances in the layout <==
master | Yosys | final
sky130_fd_sc_hd__clkbuf_16 | 0 | 30
sky130_fd_sc_hd__dlymetal6s2s_1 | 0 | 2
sky130_fd_sc_hd__mux4_2 | 64 | 64
sky130_fd_sc_hd__clkinvlp_2 | 0 | 7
sky130_fd_sc_hd__buf_4 | 2 | 36
sky130_fd_sc_hd__buf_12 | 3 | 36
sky130_fd_sc_hd__nand3b_1 | 2 | 2
sky130_fd_sc_hd__inv_4 | 0 | 3
sky130_fd_sc_hd__nand2b_1 | 2 | 2
sky130_fd_sc_hd__bufinv_16 | 0 | 9
sky130_fd_sc_hd__nand2_1 | 17 | 17
sky130_fd_sc_hd__buf_6 | 1 | 4
sky130_fd_sc_hd__edfxtp_1 | 272 | 272
sky130_fd_sc_hd__dlygate4sd2_1 | 0 | 16
sky130_fd_sc_hd__a22oi_1 | 26 | 26
sky130_fd_sc_hd__nor2_4 | 0 | 11
sky130_fd_sc_hd__clkinv_4 | 0 | 2
sky130_fd_sc_hd__nor3_4 | 0 | 4
sky130_fd_sc_hd__a22oi_2 | 6 | 6
sky130_fd_sc_hd__inv_1 | 2 | 275
sky130_fd_sc_hd__inv_6 | 0 | 2
sky130_fd_sc_hd__clkdlybuf4s50_1 | 0 | 18
==> area by class of cell <==
class,count,area [um2]
clock inverter,297,1380
sequential,272,8170
inverter,1,8.76
clock buffer,29,726
timing repair buffer,114,1410
multi-input combinational,140,2070
fill,2784,19300
tap,448,561
==> cell usage after synthesis <==
library cell | n | area share
sky130_fd_sc_hd__nor2b_1 | 3 | 0.0018
sky130_fd_sc_hd__and2_1 | 1 | 0.00061
sky130_fd_sc_hd__or3_1 | 1 | 0.00061
sky130_fd_sc_hd__nor3_1 | 4 | 0.0020
sky130_fd_sc_hd__nor2_1 | 13 | 0.0048
sky130_fd_sc_hd__nand2_1 | 17 | 0.0062
sky130_fd_sc_hd__buf_2 | 10 | 0.0049
sky130_fd_sc_hd__buf_4 | 2 | 0.0015
sky130_fd_sc_hd__a22oi_2 | 6 | 0.0073
sky130_fd_sc_hd__clkbuf_1 | 9 | 0.0033
sky130_fd_sc_hd__nand3b_1 | 2 | 0.0015
sky130_fd_sc_hd__nand3_1 | 1 | 0.00049
sky130_fd_sc_hd__mux4_2 | 64 | 0.14
sky130_fd_sc_hd__a22oi_1 | 26 | 0.019
sky130_fd_sc_hd__edfxtp_1 | 272 | 0.80
sky130_fd_sc_hd__nand2b_1 | 2 | 0.0012
sky130_fd_sc_hd__buf_12 | 3 | 0.0059
sky130_fd_sc_hd__buf_6 | 1 | 0.0011
sky130_fd_sc_hd__inv_1 | 2 | 0.00073
==> kinds of logic after synthesis <==
logic type | synth area share
multiplexers | 0.141
buffers and inverters | 0.0173
AND-OR/OR-AND | 0.0264
flip-flops | 0.797
AND/OR/NAND/NOR | 0.0192
==> final timing paths <==
| path | from | to | slack (ps) | cells after the start |
|---|---|---|---|---|
| worst min register to register | RAM[15][8] | DataOut[8] | 750 | 3 |
| worst max register to register | RAM[10][4] | DataOut[4] | 2730 | 3 |
| worst min-delay path | RAM[15][8] | DataOut[8] | 750 | 3 |
| worst max-delay path | DataOut[11] | DataOut[11] | 90 | 1 |
==> repair_timing <==
action	4_1_cts	5_1_grt
pin swaps	1	3
resized	16	6
cloned	0	1
setup buffers	0	1
endpoints found under the setup margin	31	58
==> report_power, final <==
group          internal (mW)  switching [mW]
sequential              3.00          0.0110
combinational          0.161           0.164
clock                   2.11            1.62
total                   5.26            1.79
==> stage by stage <==
step	TNS, ps	util
after floorplan	-39160	-
after global placement	-137270	0.362
after detailed placement	-132560	0.362
after CTS	0	0.424
after global routing	0	0.426
final	0	0.426
Power and IR drop assume default switching activity.
